File: /design/flow/config.mk
export PLATFORM = sky130hd
export DESIGN_NAME = RegMux
export DESIGN_NICKNAME = RegMux
export VERILOG_FILES = /design/flow/design.v
export SDC_FILE = /design/flow/constraint.sdc
export NUM_CORES = 4
export LEC_CHECK = 1
export CORE_AREA = 10 10 114 114
export DIE_AREA = 0 0 124 124
File: /design/flow/constraint.sdc
current_design RegMux

set clk_period 4.9
set clk_io_pct 0.2

create_clock -name clk0 -period $clk_period

set non_clock_inputs [all_inputs -no_clocks]
set_input_delay [expr $clk_period * $clk_io_pct] -clock clk0 $non_clock_inputs
set_output_delay [expr $clk_period * $clk_io_pct] -clock clk0 [all_outputs]
File: /design/flow/design.v
`timescale 1ns / 1ps
module Datapath(Cin, clk, reset, flags, alu_bus);
	input clk, Cin, reset;
	output [4:0] flags;
	output [15:0] alu_bus;
	wire [15:0] r0, r1, r2, r3, r4, r5, r6, r7, r8, r9, r10, r11, r12, r13, r14, r15;
	wire [15:0] mux_A_out, mux_B_out;
	wire [15:0] reg_en;		 
	wire [15:0] opcode;  
	RegBank regFile(alu_bus, r0, r1, r2, r3, r4, r5, r6, r7, r8, r9, r10, r11, r12, r13, r14, r15, reg_en, clk, reset);
	RegMux muxA(r0, r1, r2, r3, r4, r5, r6, r7, r8, r9, r10, r11, r12, r13, r14, r15, mux_A_sel, mux_A_out);
	RegMux muxB(r0, r1, r2, r3, r4, r5, r6, r7, r8, r9, r10, r11, r12, r13, r14, r15, mux_B_sel, mux_B_out);
	ALU alu(mux_A_out, mux_B_out, alu_bus, opcode, flags, Cin);
	wire pc_en, w_en_a, w_en_b, pc_sel, imm_sel;   
	wire [3:0] mux_A_sel, mux_B_sel;
	wire [15:0] data_b;  
	wire [9:0] addr_b;  
	wire [9:0] pc_out;
	wire pc_ld = 0;  
	wire [9:0] pc_mux_out = pc_sel ? pc_out : mux_A_out[9:0]; 
	wire [15:0] mem_out_a, mem_out_b;
	wire flag_en;
	ProgramCounter pc(clk, reset, pc_en, pc_ld, mux_A_out[9:0], pc_out);
	Memory mem(mux_B_out, data_b, pc_mux_out, addr_b, w_en_a, w_en_b, clk, mem_out_a, mem_out_b);
	FSM fsm(mem_out_a, opcode, mux_A_sel, mux_B_sel, pc_sel, imm_sel, w_en_a, w_en_b, reg_en, flag_en, pc_en);
endmodule
module RegMux(r0, r1, r2, r3, r4, r5, r6, r7, r8, r9, r10, r11, r12, r13, r14, r15, regNum, out);
	input [15:0] r0, r1, r2, r3, r4, r5, r6, r7, r8, r9, r10, r11, r12, r13, r14, r15;
	input [3:0] regNum;
	output reg [15:0] out;
	always @(regNum, r0, r1, r2, r3, r4, r5, r6, r7, r8, r9, r10, r11, r12, r13, r14, r15)
	begin
		case (regNum)
			0: out = r0;
			1: out = r1;
			2: out = r2;
			3: out = r3;
			4: out = r4;
			5: out = r5;
			6: out = r6;
			7: out = r7;
			8: out = r8;
			9: out = r9;
			10: out = r10;
			11: out = r11;
			12: out = r12;
			13: out = r13;
			14: out = r14;
			15: out = r15;			
		endcase
	end
endmodule
module ProgramCounter(clk, reset, pc_en, pc_ld, pc_in, pc_out);
	input clk, reset, pc_en, pc_ld;
	input [9:0] pc_in;
	output reg [9:0] pc_out;
	always @ (posedge clk)
	begin
		if (pc_en)
		begin
			if (pc_ld)
			begin
				pc_out = pc_in;
			end
			else
			begin
				pc_out = pc_out + 1'b1;
			end
		end
		else if (reset) 
		begin
			pc_out = 0;
		end
		else
		begin
			pc_out = pc_out;
		end
	end
endmodule
File: /design/flow/run.sh
#!/bin/bash
# OpenROAD 26Q1-2900-gdf79404cd8, Yosys 0.63+post, stock flow scripts
make -C /OpenROAD-flow-scripts/flow DESIGN_CONFIG=/design/flow/config.mk WORK_HOME=/design/flow/orfs finish
==> out/summary.txt <==
Hold Crit Depth = 3
Synth Area per Inst = 6.70 um2
Max Clk Rate = 228 MHz
DR DRC count = 0
Worst setup path startpoint = regNum[3]
Area Overhead vs Synth = 128%
CP required = 3920 ps
Chip height = 124 um
Syn Std Cell Area = 2180 um2
Vias in the first global route = 3967
Most frequent logic cells in the routed design = clkdlybuf4s50_1, a22oi_1, nor2_1, nand2_1
DP HPWL = 15300 um
Cts hold-fix bufs = 0
Largest net degree at the start of global routing = 31
Floorplan core area = 10400 um2
WS Path Type = in -> out
Sequential cell area = 0 um2
Unrepaired setup endpoints after global routing = no
Flop count = 0
Cells after DPL = 711
Yosys Chip Area = 2180 um2
Setup bufs post-CTS = 0
Overall routing resource usage = 21.8%
Share of layout cells above drive strength 1 = 6.26%
Final hold viol count = 0
Crit-path max cell delay = 750 ps
Min-Delay Path Class = in -> out
Die W = 124 um
Slowest cell on the critical path = nor2b_1
Tmin final = 4390 ps
WL final = 17900 um
CP Capture Type = output port
CP Data Arrival Time = 3410 ps
Residual antenna-violating net count after detailed routing = 0
CP startpoint kind = input port
First-pass GRT wire length = 25500 um
Count of final setup violators = 0
Final Wtd Congestion = 0.950
P per Cell Area = 87.6 nW/um2
Crit path cell chain = buf_2, buf_4, nor2b_1, a22oi_1, o22ai_1, a221oi_1, a31oi_1, clkdlybuf4s50_1
Worst Hold Launch = regNum[0]
Initial antenna violation count = 1
IO Port Bufs = 276
FP Rows = 37
Drt via density = 5.37
Yosys Instances = 326
Grt total ovfl = 0
MaxCap Viol Count = 0
Fin util = 47.8%
Leakage = 0.00179 uW
End of the worst hold path = out[13]
Setup TNS = 0 ps
Actual slew at the worst max-slew pin = 893 ps
Fin. max-slew vios = 0
Via count of the routed design = 3826
Status = finished clean
Post_cts resized = 0
Cells after synthesis = 326
1st-pass router iterations = 6
# clk buffers = 0
Core Util at FP = 21.0%
Slew HR = 40.4%
VDD IR max = 0.0364 mV
YS warnings = 1
Drt wl/cell = 25.1 um
Critical Path Fanout Max = 20
Post-layout period usage = 89.5%
Total power draw = 436 uW
Seq share, synth = 0%
Top cell excl fill/tap = clkdlybuf4s50_1
Post-synth cell types = 41
Initial DRC Count = 264
Fin cells = 712
Top-Level Pins = 276
Tool warnings = 32
Full die area = 15400 um2
-- synth_stat cells (2+ instances only) --
cell	count	share of area [%]
and2_1	3	0.86
o22ai_1	13	3.7
buf_2	19	4.4
o2bb2ai_1	12	4.8
o221ai_1	3	1.2
a211o_1	12	4.8
buf_4	7	2.4
a21oi_1	17	3.9
o21ai_0	3	0.69
nand2_1	32	5.5
inv_1	3	0.52
nor2_1	32	5.5
a22oi_1	54	19
mux2i_1	4	1.8
and3_1	6	1.7
nor2b_1	5	1.4
a22o_1	16	6.4
a31oi_1	17	4.9
a221oi_1	14	5.6
a32oi_1	3	1.2
nand4_1	2	0.57
clkbuf_1	11	1.9
mux2_2	13	6.7
o32a_1	3	1.4
buf_6	3	1.5
a211oi_1	4	1.4
-- critical path: cells and delay by family --
family	cells	cell delay (ps)
compound gates	4	830
buf+inv	3	840
simple gates	1	750
-- worst max path at each step --
stage,cells after the start,to
6_report,8,out[11]
5_1_grt,8,out[8]
4_1_cts,8,out[11]
-- per-layer routing --
layer	up-vias	wire (um)	track usage, %	part of all wire, %
met3	12	1800	5.60	10
met5	-	13	0	0.073
met4	2	201	2.01	1.1
li1	1825	-	-	-
met2	215	8720	37.1	49
met1	1772	7120	28.3	40
-- metrics by stage --
stage,cell area (um2),worst slack [ps],hold slack [ps]
3_5_place_dp,4980,479,2890
2_1_floorplan,2180,1780,2040
6_report,4980,515,2880
4_1_cts,4980,474,2890
5_1_grt,4980,288,2930
3_3_place_gp,4980,555,2880
-- area by class of cell --
class / count / area (um2)
Antenna cell: 1 / 2.50
Fill cell: 1050 / 5440
Inverter: 3 / 11.3
Multi-Input combinational cell: 282 / 1950
Tap cell: 136 / 170
Timing Repair Buffer: 290 / 2850
-- where the power goes --
part / switching (uW) / total, uW / leakage, uW / internal, uW
combinational: 148 / 436 / 0.00179 / 288
sequential: 0 / 0 / 0 / 0
clock: 0 / 0.0000273 / 0.00000000634 / 0.0000273
total: 148 / 436 / 0.00179 / 288
-- logic make-up after synthesis --
group | after synthesis | share of synthesized area (%)
AND-OR/OR-AND | 175 | 60.3
buffers and inverters | 44 | 10.9
AND/OR/NAND/NOR | 89 | 19.3
multiplexers | 18 | 9.56
No activity file was given, so power comes from the tool's default toggle rates.
