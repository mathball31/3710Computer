==> design.v <==
`timescale 1ns / 1ps
module Register(D_in, wEnable, reset, clk, r
    );
	 input [15:0] D_in;
	 input clk, wEnable, reset;
	 output reg [15:0] r;
	initial
	begin
		r = 0;
	end
 always @( posedge clk )
	begin
	if (reset) r <= 16'b0;
	else
		begin			
			if (wEnable)
				begin
					r <= D_in;
				end
			else
				begin
					r <= r;
				end
		end
	end
endmodule
module RegBank(ALUBus, r0, r1, r2, r3, r4, r5, r6, r7, r8, r9, r10, r11, r12, r13, r14, r15, regEnable, clk, reset);
	input clk, reset;
	input [15:0] ALUBus;
	input [15:0] regEnable;
	output [15:0] r0, r1, r2, r3, r4, r5, r6, r7, r8, r9, r10, r11, r12, r13, r14, r15;
	Register Inst0(
		.D_in(ALUBus),
		.wEnable(regEnable[0]),
		.reset(reset), 
		.clk(clk),
		.r(r0));
	Register Inst1(ALUBus, regEnable[1], reset, clk, r1);
	Register Inst2(ALUBus, regEnable[2], reset, clk, r2);
	Register Inst3(ALUBus, regEnable[3], reset, clk, r3);
	Register Inst4(ALUBus, regEnable[4], reset, clk, r4);
	Register Inst5(ALUBus, regEnable[5], reset, clk, r5);
	Register Inst6(ALUBus, regEnable[6], reset, clk, r6);
	Register Inst7(ALUBus, regEnable[7], reset, clk, r7);
	Register Inst8(ALUBus, regEnable[8], reset, clk, r8);
	Register Inst9(ALUBus, regEnable[9], reset, clk, r9);
	Register Inst10(ALUBus, regEnable[10], reset, clk, r10);
	Register Inst11(ALUBus, regEnable[11], reset, clk, r11);
	Register Inst12(ALUBus, regEnable[12], reset, clk, r12);
	Register Inst13(ALUBus, regEnable[13], reset, clk, r13);
	Register Inst14(ALUBus, regEnable[14], reset, clk, r14);
	Register Inst15(ALUBus, regEnable[15], reset, clk, r15); 
endmodule
==> run.sh <==
#!/bin/bash
# OpenROAD 26Q1-2900-gdf79404cd8, Yosys 0.63+post, stock flow scripts
make -C /OpenROAD-flow-scripts/flow DESIGN_CONFIG=/design/flow/config.mk WORK_HOME=/design/flow/orfs finish
==> config.mk <==
export PLATFORM = sky130hd
export DESIGN_NAME = RegBank
export DESIGN_NICKNAME = RegBank
export VERILOG_FILES = /design/flow/design.v
export SDC_FILE = /design/flow/constraint.sdc
export NUM_CORES = 4
export LEC_CHECK = 1
export CORE_UTILIZATION = 40
==> constraint.sdc <==
current_design RegBank

set clk_period 1.0
set clk_io_pct 0.2

create_clock -name clk0 -period $clk_period [get_ports {clk}]

set non_clock_inputs [all_inputs -no_clocks]
set_input_delay [expr $clk_period * $clk_io_pct] -clock clk0 $non_clock_inputs
set_output_delay [expr $clk_period * $clk_io_pct] -clock clk0 [all_outputs]
==> deck_impl_summary.md <==
Physical Implementation Snapshot

Critical path
  – Buffers & Inverters on Critical Path: 1
  – Top fanout value on the critical path: 2
  – Critical Path Stages: 1
  – CP startpoint kind: flip-flop
  – Kind of critical path: flip-flop to output pin
  – Family with the most delay on the worst path: flip-flops
  – Crit path largest cell delay: 0.33 ns
  – R2R Path End: Inst8.r[9]$_SDFFE_PP0P_
  – Nature of the critical path endpoint: output pin
  – Slowest CP cell: dfxtp_2
  – Reg2reg start: Inst8.r[9]$_SDFFE_PP0P_
  – R2R cell count: 4
  – CP cell instances: buf_2
  – Crit path DAT: 0.97 ns
  – CP required: 0.80 ns
  – Reg-to-reg setup timing slack: 0.18 ns
  – Critical Path Source: Inst0.r[10]$_SDFFE_PP0P_

Die
  – Rows: 55
  – Chip footprint: 0.0241 mm^2
  – Fp util: 41.2%
  – Die width: 155 um
  – Die H: 155 um
  – Core ar.: 0.0228 mm^2
  – I/O pins: 290

Synth
  – Post-synthesis async set-or-reset flop share: 0%
  – Cells after synthesis: 844
  – Number of cells in Yosys stat: 844
  – Registers, synthesis: 256
  – Synth cell types: 9
  – YS chip area: 0.00941 mm^2
  – Avg Synthesized Cell Area: 11.1 um^2
  – Top cells, area: dfxtp_1 (54%), mux2i_1 (27%), nor2_1 (10%), buf_12 (3.4%), buf_6 (1.9%)
  – Synthesized cell area: 0.00941 mm^2
  – Yosys Warn Count: 1
  – Number of enable flip-flop cells: 0
  – Area share, top type: 54.5%
  – Area leader, netlist: dfxtp_1
  – Most common library cells after synthesis: dfxtp_1 (256), mux2i_1 (256), nor2_1 (255), buf_2 (27)
  – Top_reg_cell synth: dfxtp_1
  – Register share after synthesis: 54.5%

Global route
  – Largest net degree at the start of global routing: 47
  – Number of global-route vias before repair: 6693
  – Initial antenna violation count: 0
  – Tot GR Track Use: 22.3%
  – GRT overflow: 0
  – First-pass GRT wire length: 40100 um

Clocking
  – Num Clock Sinks: 256
  – Clock Tree Buf Depth: 3
  – Clk slew on worst S/H paths: 0.06 ns
  – Clock root cell: clkbuf_16
  – Total CTS buffers: 27
  – H-tree depth: 1
  – Late-Pin Clk Latency: 0.52 ns
  – CTS tree: built

Timing
  – Final setup viols: 256
  – Slew @ Worst Pin: 0.255 ns
  – Crit share post-route: 117%
  – Fmax: 856 MHz
  – Hold Fails Final Rpt: 0
  – Clk_skew: 0 ns
  – Max Slew Vio Count: 0
  – TNS Setup: -37.14 ns
  – Rel. slew slack: 83.0%
  – Worst setup margin: -0.169 ns
  – Minimum clock period: 1.17 ns
  – RSZ-0062 raised after global routing: yes

Routing
  – DR vias/cell: 4.61
  – DRT Pass-1 Iters: 4
  – 1st-iter DRT viols: 304
  – Vias: 6890
  – Routed Antenna Nets: 0
  – Avg WL per Cell: 17.5 um
  – Post-Route WL: 26200 um
  – DRC: 0

Power and ir drop
  – Pwr per Cell Area: 1850 mW/mm^2
  – Peak supply drop: 1220 uV
  – Leakage: 6.64 nW
  – Combinational power share: 11.5%
  – Clock power share: 42.3%
  – Net Switching: 0.00556 W
  – Int Power: 0.0188 W
  – Seq pwr share: 46.2%
  – Net Sw Frac: 22.8%
  – Pwr Total: 0.0244 W

Hold path
  – HP Start: reset
  – Worst min-delay path category: input port to flip-flop
  – Worst Hold Path Cells: 3
  – Hold Path Sink: Inst1.r[14]$_SDFFE_PP0P_

Cells and area
  – Combinational gate area: 0.00353 mm^2
  – Filler instances: 2041
  – Finished Cell Area: 0.0132 mm^2
  – Cell Count, Final, Fillers Out: 1493
  – Sequential Area: 0.00545 mm^2
  – Layout cell share with drive strength beyond 1: 53.5%
  – Syn-to-layout area delta: 39.9%

Place
  – GPL Wtd Cong: 0.794
  – Placed inst area: 0.0128 mm^2
  – Pre-CTS WS: -0.329 ns
  – Hpwl dp: 17200 um
  – Port Buf Inserts: 289
  – Inst Count DP: 1422

Job
  – Log Warnings: 27
  – Max Cap Viol: 0

Status
  – Failing checks: setup timing
  – Status: complete, but fails checks
==> worst max path at each step <==
stage | to | slack (ns)
after global routing | r15[12] | -0.20
after CTS | r0[13] | -0.19
final | r0[10] | -0.17
==> repair_timing <==
action                     4_1_cts  5_1_grt
setup endpoints to repair      256      256
hold buffers                     0        0
resized                       1126       21
setup buffers                    6       14
==> layer usage <==
layer	wire length, um	up-vias	GRT usage (%)
met4	319	0	2.85
met2	11400	233	32.9
met3	2680	27	8.20
met1	11800	3231	33.3
met5	0	-	0
li1	-	3399	-
==> power groups by stage <==
stage	Combinational (W)	Clock, W	Sequential [W]
after CTS	0.00275	0.0106	0.0112
after global routing	0.00308	0.0110	0.0113
final	0.00281	0.0103	0.0112
==> registers in the layout, summed over array words and instances, names as in the netlist <==
signal and flops:
Inst1.r 16, Inst13.r 16, Inst12.r 16, Inst14.r 16
Inst0.r 16, Inst8.r 16, Inst9.r 16, Inst4.r 16
Inst7.r 16, Inst11.r 16, Inst2.r 16, Inst15.r 16
Inst5.r 16, Inst6.r 16, Inst3.r 16, Inst10.r 16
==> layout make-up <==
cell class / instances / area share [%]
clock inverter: 14 / 1.32
timing repair buffer: 361 / 21.9
clock buffer: 36 / 5.69
tap: 313 / 2.97
multi-input combinational: 512 / 26.8
sequential: 256 / 41.4
antenna: 1 / 0.0190
==> through the flow <==
stage	utilization, %	hold WS [ns]
after detailed placement	55.9	0.479
after global routing	57.6	0.124
after CTS	56.6	0.111
after global placement	55.9	0.470
after floorplan	-	0.347
final	57.6	0.122
==> placed cells by master, fill, tap and decap left out <==
cell type,instances
clkbuf_16,27
nor2_1,255
bufinv_16,4
clkbuf_1,5
clkbuf_8,4
buf_2,210
buf_4,37
nor2_2,1
clkinv_2,9
buf_6,47
dfxtp_2,256
buf_12,35
clkdlybuf4s50_1,32
diode_2,1
inv_6,1
mux2i_1,256
==> worst min-delay path, delay by kind of cell <==
kind          cells  cell delay, ns
buf+inv           2            0.31
simple gates      1            0.09
==> logic make-up (layout without fill, tap and decap cells) <==
kind of cell           after synthesis  after routing  synth area share (%)
other                                0              1                     0
AND/OR/NAND/NOR                    256            256                  10.2
buffers and inverters               76            411                  8.07
flip-flops                         256            256                  54.5
multiplexers                       256            256                  27.2
Power figures rest on the tool's default switching activity, not on a simulated workload.
