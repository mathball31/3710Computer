<file path="design/flow/config.mk">
export PLATFORM = sky130hd
export DESIGN_NAME = FSM
export DESIGN_NICKNAME = FSM
export VERILOG_FILES = /design/flow/design.v
export SDC_FILE = /design/flow/constraint.sdc
export NUM_CORES = 4
export LEC_CHECK = 1
export CORE_AREA = 10 10 70 70
export DIE_AREA = 0 0 80 80
</file>
<file path="design/flow/constraint.sdc">
current_design FSM

set clk_period 1.0
set clk_io_pct 0.2

create_clock -name clk0 -period $clk_period

set non_clock_inputs [all_inputs -no_clocks]
set_input_delay [expr $clk_period * $clk_io_pct] -clock clk0 $non_clock_inputs
set_output_delay [expr $clk_period * $clk_io_pct] -clock clk0 [all_outputs]
</file>
<file path="design/flow/design.v">
module FSM(data, opcode, mux_A_sel, mux_B_sel, pc_sel, imm_sel, mem_w_en_a, mem_w_en_b, reg_en, flag_en, pc_en);
	input [15:0] data;
	output reg [15:0] opcode, reg_en;
	output reg [3:0] mux_A_sel, mux_B_sel;
	output reg pc_sel, imm_sel, mem_w_en_a, mem_w_en_b, flag_en, pc_en;
	wire [15:0] mux_out;
	initial
	begin
		pc_sel = 1'b1;  
		imm_sel = 1'b0;  
		mem_w_en_a = 1'b0;  
		mem_w_en_b = 1'b0;  
		flag_en = 1'b1;  
		pc_en = 1'b1;  
	end
	always @ *
	begin
		opcode = data;
		mux_A_sel = opcode[11:8];
		mux_B_sel = opcode[3:0];
		reg_en = mux_out;
	end
	Mux4to16 regEnable(opcode[11:8], mux_out);
endmodule
module Mux4to16(s, decoder_out);
	input [3:0] s;
	output reg [15:0] decoder_out;
	always @ (s)
	begin
		case (s)
			4'h0 : decoder_out = 16'h0001;
			4'h1 : decoder_out = 16'h0002;
			4'h2 : decoder_out = 16'h0004;
			4'h3 : decoder_out = 16'h0008;
			4'h4 : decoder_out = 16'h0010;
			4'h5 : decoder_out = 16'h0020;
			4'h6 : decoder_out = 16'h0040;
			4'h7 : decoder_out = 16'h0080;
			4'h8 : decoder_out = 16'h0100;
			4'h9 : decoder_out = 16'h0200;
			4'hA : decoder_out = 16'h0400;
			4'hB : decoder_out = 16'h0800;
			4'hC : decoder_out = 16'h1000;
			4'hD : decoder_out = 16'h2000;
			4'hE : decoder_out = 16'h4000;
			4'hF : decoder_out = 16'h8000;
		endcase
	end
endmodule
</file>
<file path="design/flow/run.sh">
#!/bin/bash
# OpenROAD 26Q1-2900-gdf79404cd8, Yosys 0.63+post, stock flow scripts
make -C /OpenROAD-flow-scripts/flow DESIGN_CONFIG=/design/flow/config.mk WORK_HOME=/design/flow/orfs finish
</file>
==> metrics.cfg <==
[run_status]
outcome = finished, violations left
violated_checks = setup timing

[route]
drtIter0Drc = 2
antenna_cells = 0
detail_route.first_pass.iterations = 2
drtAntennaViolNets = 0
via_per_inst = 3.33
route.final.wire_length_um = 1380
wl_per_cell_um = 11.7
drt_drc_violations_left = 0
vias = 393

[floorplan]
fp_util_pct = 14.9
fp-row-count = 21
die_footprint_um2 = 6400
die_width_um = 80
die_h_um = 80
io_pins = 62
core-area_um2 = 3420

[logic_synthesis]
synth_area_per_cell_um2 = 9.79
yosysTopAreaCellShare_pct = 44.2
synth.top_cells.by_area = sky130_fd_sc_hd__buf_4, sky130_fd_sc_hd__nor4b_4, sky130_fd_sc_hd__and4bb_1
seq_area_frac_synth_pct = 0
post_synth_inst_count = 52
synth.yosys.warnings = 2
post_synth_num_cell_types = 9
ys_cells = 52
largest_area_cell = sky130_fd_sc_hd__buf_4
synth.cell_area_um2 = 509
yosys_area_um2 = 509

[run]
warning_count = 34
max_cap_viol_count = 0

[setup_path]
crit_path_max_fanout = 4
critical_path.endpoint = reg_en[1]
timing.critical_path.to_type = output port
path_class = in2out
timing.critical_path.arrival_ps = 930
path_common_cell = sky130_fd_sc_hd__buf_8
cp_cell_sequence = buf_8 -> buf_16 -> buf_8 -> nor4b_4 -> buf_2
worst_setup_path_startpoint = data[11]
cp_max_stage_cell = sky130_fd_sc_hd__nor4b_4
worst_ep_required_time_ps = 800
cp-start-kind = primary input
critPathMaxStageDelay_ps = 240

[power]
power-per-cell-area_nw_per_um2 = 322
combinationalPowerShare_pct = 100.0
irDropWorstVdd_uv = 129
power.net_switching_uw = 82.3
internal_power_contribution_uw = 176
leakagePower_nw = 0.415
swShare_pct = 31.9
fraction_of_power_consumed_by_sequential_logic_pct = 0
power.clock.fraction_pct = 0

[global_route]
number_of_antenna_violations_at_the_first_check_in_global_routing = 0
grt_pass1_vias = 400
maximum_number_of_pins_on_one_net_before_global_route_repair = 9
grt_pass1_wl_um = 2100
grt_usage_pct = 4.02
grt_overflow = 0

[placement]
buffer_ports.inserted = 28
place_ws_ps = -827
finalWeightedCongestion = 0.635
placed_area_um2 = 702
dpl.hpwl_um = 1040

[sta]
unrepaired_setup_endpoints_after_global_routing = yes
tns_ps = -1280
layout_worst_path_cycle_share_pct = 113
timing_max_transition_violations_final = 0
hold_viol_final = 0
final.setup.worst_slack_ps = -131
timing.final.setup_violations = 15
fmax_mhz = 884
timing.hold.ws_ps = 400
period_needed_ps = 1130

[finish]
syn2layout_area_growth_pct = 57.2
dominant_logic_cell_types_in_the_final_layout = sky130_fd_sc_hd__buf_2, sky130_fd_sc_hd__buf_6, sky130_fd_sc_hd__conb_1, sky130_fd_sc_hd__buf_8, sky130_fd_sc_hd__buf_4
post_route_cells_drive_above_1_share_pct = 70.8
layout_top_cell_excl_fill_tap = sky130_fd_sc_hd__buf_2
design.seq.count = 0
post-route-cell-area_um2 = 801
num-clock-buffers = 0
final-seq-area_um2 = 0

[min_path]
hold_path_class = in2out

[cts]
post_cts_hold_buffer_count = 0

worst max-delay path, delay by kind of cell:
family                 cells  cell delay (ps)
buffers and inverters      4              480
AND/OR/NAND/NOR            1              240
cell type report:
cell class	count	area [µm²]
fill	387	2620
timing repair buffer	50	489
multi-input combinational	22	254
tap	46	57.6
Yosys cell counts (all sizes together):
master,number
conb,2
and4bb,6
nor4b,4
buf,34
nor4,1
and4b,4
and4,1
timing repair:
item	4_1_cts	5_1_grt
pin swaps	9	6
gates resized	100	6
endpoints found under the setup margin	24	18
buffers inserted	11	3
cloned	1	0
power groups by stage:
stage                 combinational, mW  sequential, mW  clock [mW]
after CTS                         0.260               0           0
after global routing              0.279               0           0
final                             0.258               0           0
worst min-delay path by stage:
stage	cells after the start	slack, ps	start	endpoint
6_report	0	400	data[0]	mux_B_sel[0]
5_1_grt	0	400	data[0]	mux_B_sel[0]
4_1_cts	0	400	data[13]	opcode[13]
stage by stage:
step	utilization (%)	total power [mW]	std cells
detailed placement	20.5	0.207	104
CTS	23.1	0.260	116
floorplan	-	0.145	56
global route	23.4	0.279	118
global placement	20.5	0.207	104
finish	23.4	0.258	118
per-layer routing:
metal  routed length, µm  global-route usage [%]
met1                 611                    5.47
met2                 521                    5.06
met3                 250                    3.18
met4                   0                       0
met5                   0                       0
kinds of logic after synthesis:
group / after synthesis / synth area share (%)
buffers and inverters: 34 / 53.1
and+or+nand+nor: 16 / 45.5
other: 2 / 1.47
Power figures rest on the tool's default switching activity, not on a simulated workload.
